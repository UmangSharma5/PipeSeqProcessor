[design/flow/config.mk]
export PLATFORM = sky130hd
export DESIGN_NAME = ALU
export DESIGN_NICKNAME = ALU
export VERILOG_FILES = /design/flow/design.v
export SDC_FILE = /design/flow/constraint.sdc
export NUM_CORES = 4
export LEC_CHECK = 1
export CORE_UTILIZATION = 40
[design/flow/constraint.sdc]
current_design ALU

set clk_period 82.3
set clk_io_pct 0.2

create_clock -name clk0 -period $clk_period

set non_clock_inputs [all_inputs -no_clocks]
set_input_delay [expr $clk_period * $clk_io_pct] -clock clk0 $non_clock_inputs
set_output_delay [expr $clk_period * $clk_io_pct] -clock clk0 [all_outputs]
[design/flow/design.v]
module add_1bit(sum,carry_out,a,b,carry_in);
output sum,carry_out;
input a,b,carry_in;
wire x,y,z;
xor(sum,a,b,carry_in);
xor(x,a,b);
and(y,a,b);
and(z,x,carry_in);
or(carry_out,y,z);
endmodule
module add_64bit(sum,overflow,a,b);
input signed [63:0]a;
input signed [63:0]b;
output signed [63:0]sum;
output overflow;  
wire [64:0]carry;
assign carry[0]=1'b0;  
genvar count;
generate for(count=0 ;count<64;count=count+1)
begin
    add_1bit w1(sum[count],carry[count+1],a[count],b[count],carry[count]);
end
endgenerate
xor w2(overflow,carry[64],carry[63]);  
endmodule
module ALU(out,overflow,a,b,control);
input signed [63:0]a;
input signed [63:0]b;
input [1:0] control;  
output reg signed [63:0]out;
output reg overflow;
wire signed [63:0] out1;
wire overflow1;
wire signed [63:0] out2;
wire overflow2;
wire signed [63:0] out3;
wire signed [63:0] out4;
add_64bit w1(out1,overflow1,a,b);
sub_64bit w2(out2,overflow2,a,b);
and_64bit w3(out3,a,b);
xor_64bit w4(out4,a,b);
always@(*)
	begin
		case(control)
			2'b00:begin  
				out = out1;
				overflow = overflow1;
			end
			2'b01:begin  
			out = out2;
			overflow = overflow2;
			end
			2'b10:begin  
			out = out3;
            overflow=0;
			end
			2'b11:begin  
			out = out4;
            overflow=0;
			end
		endcase
	end
endmodule
module and_1bit(out,a,b);
input a ,b ;
output reg out;
always @(a or b ) 
begin
	if (a == 1'b1) 
	begin
		if(b == 1'b1)
			out = 1'b1;
		else
			out = 1'b0;
	end
	else
		out = 1'b0;
end
endmodule
`timescale  1ns/1ps
module and_64bit(
	output signed [63:0] out, 
	input signed [63:0]a,
	input signed [63:0]b
);
genvar count;
generate for(count = 0; count<64;count=count+1)
begin
	and_1bit w1(out[count],a[count],b[count]);
end
endgenerate
endmodule
module sub_64bit(out,overflow,a,b);
input signed [63:0]a;
input signed [63:0]b;
output signed [63:0]out;
output overflow;
wire [63:0] NOT;
genvar i;
generate
    for(i=0;i<64;i=i+1)begin
        not(NOT[i],b[i]);
    end
endgenerate
wire [63:0]one =64'b1;
wire [63:0]addone;
wire temp;
add_64bit w2(addone,temp,one,NOT);
add_64bit w3(out,overflow,a,addone);
endmodule
module xor_1bit(out,a,b);
input a ,b ;
output reg out;
always @(a or b ) 
begin
    out=1'b0;
	if (a == 1'b1) 
	begin
		if(b == 1'b0)
			out = 1'b1;
		else
			out = 1'b0;
	end
	if (b == 1'b1) 
	begin
		if(a == 1'b0)
			out = 1'b1;
		else
			out = 1'b0;
	end
end
endmodule
module xor_64bit(
    output signed [63:0] out,
	input signed [63:0]a,
	input signed [63:0]b
);
genvar count;
generate 
    for(count = 0; count<64;count=count+1)
	begin
		xor_1bit w1(out[count],a[count],b[count]);
	end
endgenerate
endmodule
[design/flow/run.sh]
#!/bin/bash
# OpenROAD 26Q1-2900-gdf79404cd8, Yosys 0.63+post, stock flow scripts
make -C /OpenROAD-flow-scripts/flow DESIGN_CONFIG=/design/flow/config.mk WORK_HOME=/design/flow/orfs finish
==> Changelog: implementation <==
### Implementation results

* Final worst-path cycle share at 73.7%
* Sequential standard cell area at 0 µm²
* Maximum number of pins on one net before global-route repair at 37
* Area fraction of the dominant cell type after synthesis at 41.4%
* Simple-gate share of the synthesized area at 0.271%
* Total met2 wirelength after detailed routing at 5900 µm
* Startpoint kind of the worst setup timing path: primary input
* Tally of filler cells in the layout at 1173
* Leak at 3.57 nW
* Routed wire length at 12300 µm
* Delay of the slowest critical-path stage at 0.48 ns
* Logic area at 0.00558 mm²
* Total congestion overflow at 0
* Worst slew slack as a fraction of its limit at 54.1%
* Antenna violations before repair at 0
* Weighted congestion reported at the end of routability-driven placement at about 0.86
* Per-instance average area after synthesis at 14.6 µm²
* Share of cells above drive strength 1 at 11.6%
* Relative area change from synthesis to final layout at 34.0%
* Tot GR Track Use at between 10% and 20%
* Number of post-CTS setup repair buffers at 0
* Highest clock frequency the design can meet at around 0.016 GHz
* Arrival time worst endpoint at 44.21 ns
* Effective utilization at floorplan at roughly two fifths
* Area fraction in mux cells at 23.5%
* Crit-path leading delay family: adder cells
* Area contributors post-synth: fa_1 (41%), ha_1 (26%), mux4_2 (23%)
* Hold violation total from the final report at 0
* CTS-repair resized insts at 0
* Routed met3 length at between 1000 and 1500 µm
* Cell types with the highest counts after synthesis: ha_1 (127), fa_1 (124), inv_1 (67), mux4_2 (61), buf_2 (6)
* Result of the run: finished clean
* Setup TNS at 0 ns
* Area of the chip at 0.0155 mm²
* Tally of yosys warning messages at 3
* Synthesized cell area at about 0.006 mm²
* Highest routing layer actually used: met4
* Critical path type: in2out
* Layout clock buffers at 0
* Yosys aoi share at 0.939%
* Die Ht at 124 µm
* Sum of internal, switching and leakage power at between 0.05 and 0.06 mW
* Cell taking the most area after synthesis: fa_1
* Startpoint of the most critical hold path: control[1]
* Critical path buffer and inverter count at 5
* Maximum VDD drop at about 0.0055 mV
* Average via count per standard cell at about 5.1
* Remaining routing DRC violations at 0
* # port buffers at ~200
* OpenROAD warning count at 32
* Count of antenna-violating nets left after detailed routing at 0
* Arithmetic-cell share of the synthesized area counting full adders, half adders and majority gates at 67.9%
* Via count of the first global-routing pass at about 4700
* Routed wire length per instance at 15.8 µm
* Part of the Yosys area used for sequential elements at 0%
* Sort of element at the end of the critical path: output port
* Number of hold buffers added after CTS at 0
* Crit Path Max Fanout at 3
* Post-route met1 wirelength at 5230 µm
* Chip Area, Yosys at 0.00600 mm²
* Final-report setup violation count at 0
* Number of ports placed on the die boundary at 195
* Worst hold-check path type: in2out
* Shortest clock period the worst path allows after layout at 60.67 ns
* Worst setup path startpoint: b[0]
* Unrepaired setup endpoints after global routing: false
* Most repeated library cell on the critical path: fa_1
* First-pass GRT wire length at 22400 µm
* Critical path data required time at 65.84 ns
* Cell count after synthesis at ~410
* Initial DRC count at 63
* Row count at 44
* Total count of max-transition violations in the final report at 0
* Core region area at 0.0146 mm²
* Count of instantiated cells in the yosys netlist at 411
* First-pass iteration count of the detailed router at 2
* Final HPWL from detailed placement at 11200 µm
* Yosys xor share at 0.438%
* Max-capacitance violation count at 0
* Num sequential at 0
* Master of the slowest instance on the critical path: clkdlybuf4s50_1
* Antenna Cells at 0
* Most numerous cell in the Yosys netlist: ha_1
* Vias post-DR at 3981
* Largest family of logic cells by area: adder cells
* Die width at about 120 µm
* Power density over the cells at between 6 and 7 mW/mm²
* Slew at the pin closest to its max-slew limit at 0.688 ns
* Yosys cell types at 23
final timing paths:
path / endpoint / slack [ns] / cells past startpoint
worst min-delay path: overflow / 33.92 / 4
worst max-delay path: out[63] / 21.63 / 71
cells by family (layout without fill, tap and decap cells):
| group | Yosys count | after routing |
|---|---|---|
| compound gates | 8 | 8 |
| xor+xnor | 3 | 3 |
| fa+ha+maj | 251 | 251 |
| buf+inv | 83 | 267 |
| mux | 63 | 63 |
| simple gates | 3 | 3 |
layout by cell type, fill, tap and decap left out:
| master | instances |
|---|---|
| o21ai_0 | 1 |
| clkdlybuf4s50_1 | 193 |
| inv_1 | 67 |
| buf_2 | 1 |
| nor2_1 | 1 |
| a211o_1 | 1 |
| a21o_1 | 2 |
| inv_2 | 2 |
| mux2_2 | 1 |
| xnor2_1 | 2 |
| a211oi_1 | 1 |
| mux4_2 | 61 |
| fa_1 | 124 |
| xor2_1 | 1 |
| o32ai_1 | 1 |
| nand2b_1 | 1 |
| nor2b_1 | 1 |
| a31oi_1 | 1 |
| mux4_1 | 1 |
| buf_4 | 4 |
| ha_1 | 127 |
| a21oi_1 | 1 |
tightest hold or removal path: cells and delay by family:
family | cells | cell delay, ns
compound gates | 1 | 0.09
buf+inv | 3 | 0.90
metrics by stage:
stage | hold WS, ns | area, µm² | setup WS (ns) | cells | util, %
4_1_cts | 33.93 | 8040 | 21.39 | 779 | 55.1
2_1_floorplan | 33.12 | 6000 | 23.44 | 411 | -
6_report | 33.92 | 8040 | 21.63 | 779 | 55.1
5_1_grt | 34.02 | 8040 | 20.37 | 779 | 55.1
3_5_place_dp | 33.92 | 8040 | 21.48 | 779 | 55.1
3_3_place_gp | 33.93 | 8040 | 21.59 | 779 | 55.1
final cells by class:
| cell class | count | area share [%] |
|---|---|---|
| inverters | 69 | 3.22 |
| well taps | 184 | 2.86 |
| multi-input cells | 328 | 69.4 |
| repair buffers | 198 | 24.5 |
power breakdown:
| group | switching, mW | internal, mW |
|---|---|---|
| clock network | 0 | 0 |
| logic | 0.0180 | 0.0327 |
| registers | 0 | 0 |
routing by layer:
layer	up-vias	global-route usage (%)
met4	0	0.425
met5	-	0
li1	1855	-
met3	2	7.05
met1	1987	30.9
met2	137	28.8
Power is estimated from default activity; no workload was simulated.
