File: ./design.v
module memory (clk,M_stat,M_icode,M_cnd,M_valE,M_valA,M_dstE,M_dstM,W_stat,W_icode,W_valE,W_valM,W_dstE,W_dstM,m_valM,m_stat,M_valP);
input clk;
input [0:3] M_stat;
input [3:0] M_icode;
input M_cnd;
input [63:0] M_valE,M_valA;
input [3:0] M_dstE,M_dstM;
input [63:0] M_valP;
output reg [0:3] W_stat;
output reg [3:0] W_icode;
output reg [63:0] W_valE,W_valM;
output reg [3:0] W_dstE,W_dstM;
output reg [63:0] m_valM;
output reg [0:3] m_stat;
reg [63:0] memory [0:255];
reg memory_error = 0;  
reg check_valE,check_valA;
initial begin
    memory[4]=1;
end
always @*
begin
    if(memory_error)
        m_stat = 4'b0010;
    else
        m_stat = M_stat;
end
always @(*)
begin
    if(M_icode==4'b0100 | M_icode==4'b0101 | M_icode== 4'b1000 | M_icode==4'hB)  
        begin check_valE=1; end
    else
        begin check_valE=0; end
    if(M_icode == 4'b1001 | M_icode == 4'hA)
        begin check_valA=1; end
    else
        begin check_valA=0; end
end
always @(*)
begin
    if((M_valE>255 & check_valE)| (M_valA > 255 & check_valA))
        begin memory_error=1 ;end
    if(M_icode == 4'b0101)  
    begin
        m_valM=memory[M_valE];
    end
    if(M_icode == 4'b1001)  
    begin
        m_valM=memory[M_valA];
    end
    if( M_icode== 4'hB)  
    begin
        m_valM=memory[M_valA];
    end
end
always @(posedge clk)
begin
    if(M_valE>255 & check_valE) 
        memory_error=1;
    if(M_icode == 4'b0100)  
    begin
        memory[M_valE] <= M_valA;
    end
    if(M_icode == 4'b1000)  
    begin
        memory[M_valE] <= M_valA;
        m_valM=M_valP;
    end
    if(M_icode == 4'hA)  
    begin
        memory[M_valE] <= M_valA;
    end
end
always @(posedge clk)
begin
    W_stat <= m_stat;
    W_icode <= M_icode;
    W_valE <= M_valE;
    W_valM <= m_valM;
    W_dstE <= M_dstE;
    W_dstM <= M_dstM;
end
endmodule
File: ./run.sh
#!/bin/bash
# OpenROAD 26Q1-2900-gdf79404cd8, Yosys 0.63+post, stock flow scripts
make -C /OpenROAD-flow-scripts/flow DESIGN_CONFIG=/design/flow/config.mk WORK_HOME=/design/flow/orfs finish
File: ./config.mk
export PLATFORM = sky130hd
export DESIGN_NAME = memory
export DESIGN_NICKNAME = memory
export VERILOG_FILES = /design/flow/design.v
export SDC_FILE = /design/flow/constraint.sdc
export NUM_CORES = 4
export LEC_CHECK = 1
export CORE_UTILIZATION = 50
export SYNTH_MEMORY_MAX_BITS = 65536
File: ./constraint.sdc
current_design memory

set clk_period 22.5
set clk_io_pct 0.2

create_clock -name clk0 -period $clk_period [get_ports {clk}]

set non_clock_inputs [all_inputs -no_clocks]
set_input_delay [expr $clk_period * $clk_io_pct] -clock clk0 $non_clock_inputs
set_output_delay [expr $clk_period * $clk_io_pct] -clock clk0 [all_outputs]
==> reports/metrics.yaml <==
yosys_cells: 43658
yosysWarnings: 1
error_line: "ERROR: Found 65 problems in 'check -assert'."
status: "aborted with a tool error"
numSynthFlops: 16658
synth-main-ff-cell: "edfxtp_1"
edf_count: 16449
ys_types: 53
yosys-stat-area_um2: 637400
stop_stage: "1_2_yosys"
synth-async-reset-ratio: 0
synth_stat cells (12+ instances only):
| cell type | count | area, um^2 |
|---|---|---|
| dlxtn_1 | 64 | 960.9 |
| buf_1 | 213 | 799.5 |
| o221ai_1 | 762 | 6674 |
| nor4_1 | 31 | 193.9 |
| buf_6 | 110 | 1239 |
| nor2_1 | 266 | 998.5 |
| nand4_1 | 1029 | 6437 |
| buf_2 | 621 | 3108 |
| mux4_2 | 258 | 5811 |
| mux2i_1 | 1599 | 16010 |
| a32oi_1 | 67 | 586.8 |
| nand3_1 | 4671 | 23380 |
| a222oi_1 | 253 | 2532 |
| edfxtp_1 | 16449 | 493900 |
| buf_4 | 158 | 1186 |
| nor2b_1 | 12 | 75.07 |
| nand2_1 | 12451 | 46740 |
| a21oi_1 | 658 | 3293 |
| a31oi_1 | 1784 | 11160 |
| dfxtp_1 | 144 | 2883 |
| a2111oi_0 | 260 | 2277 |
| clkbuf_1 | 1726 | 6479 |
logic make-up after synthesis:
family	after synthesis	share of synthesized area
xor+xnor	1	0.00001374
mux	1860	0.03428
other cells	1	0.000005884
buf+inv	2839	0.02033
flops	16593	0.7795
compound gates	3817	0.04198
latches	65	0.001531
simple gates	18482	0.1224
