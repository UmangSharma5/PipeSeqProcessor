## /design/flow/design.v

```verilog
module decode (clk,D_icode,D_ifun,D_rA,D_rB,D_stat,D_valC,D_valP,E_bubble,W_icode,e_dstE,M_dstE,M_dstM,W_dstE,W_dstM,e_valE,M_valE,m_valM,W_valE,W_valM,E_stat,E_icode,E_ifun,E_valC,E_valA,E_valB,E_dstE,E_dstM,E_srcA,E_srcB,reg_file0, reg_file1, reg_file2, reg_file3, reg_file4, reg_file5, reg_file6, reg_file7, reg_file8, reg_file9, reg_file10, reg_file11, reg_file12, reg_file13, reg_file14,d_srcA,d_srcB);
input clk;
input [3:0] D_icode,D_ifun,D_rA,D_rB;
input [63:0] D_valC,D_valP; 
input E_bubble;
input [3:0] D_stat;  
input [3:0] W_icode;
input [3:0] e_dstE,M_dstE,M_dstM,W_dstE,W_dstM;
input [63:0] e_valE,M_valE,m_valM,W_valE,W_valM;
output reg [0:3] E_stat; 
output reg [3:0] E_icode,E_ifun;
output reg [63:0] E_valC,E_valA,E_valB;
output reg [3:0] E_dstE,E_dstM,E_srcA,E_srcB;
output reg [63:0] reg_file0;
output reg [63:0] reg_file1;
output reg [63:0] reg_file2;
output reg [63:0] reg_file3;
output reg [63:0] reg_file4;
output reg [63:0] reg_file5;
output reg [63:0] reg_file6;
output reg [63:0] reg_file7;
output reg [63:0] reg_file8;
output reg [63:0] reg_file9;
output reg [63:0] reg_file10;
output reg [63:0] reg_file11;
output reg [63:0] reg_file12;
output reg [63:0] reg_file13;
output reg [63:0] reg_file14;
reg [63:0] register_memory[0:14];
output reg [3:0] d_srcA,d_srcB;
reg [3:0] d_dstE,d_dstM;
reg [63:0] d_valA,d_valB;
initial begin
    register_memory[0]=0;
    register_memory[1]=1;
    register_memory[2]=2;
    register_memory[3]=3;
    register_memory[4]=14;
    register_memory[5]=0;
    register_memory[6]=0;
    register_memory[7]=18;
    register_memory[8]=30;  
    register_memory[9]=20;
    register_memory[10]=22;
    register_memory[11]=0;
    register_memory[12]=0;
    register_memory[13]=1;
    register_memory[14]=10;
end
always @(*)begin
    case(D_icode)
        4'h2: begin  
          d_srcA = D_rA;
          d_dstE = D_rB;
        end
        4'h3: begin
        	d_dstE = D_rB;
        end
        4'h4: begin
          d_srcA = D_rA;
          d_srcB = D_rB;
        end
        4'h5: begin
          d_srcB = D_rB;
          d_dstM = D_rA;
        end
        4'h6: begin
          d_srcA = D_rA;
          d_srcB = D_rB;
          d_dstE = D_rB;
        end
        4'h8:begin
          d_srcB = 4;
          d_dstE = 4;
        end
        4'h9:begin
          d_srcA = 4;
          d_srcB = 4;
          d_dstE = 4;
        end
        4'hA: begin
          d_srcA = D_rA;
          d_srcB = 4;
          d_dstE = 4;
        end
        4'hB: begin
          d_srcA = 4;
          d_srcB = 4;
          d_dstE = 4;
          d_dstM = D_rA;
        end
        default: begin
          d_srcA = 4'hF;
          d_srcB = 4'hF;
          d_dstE = 4'hF;
          d_dstM = 4'hF;
        end
    endcase
    if(D_icode==4'b0010)  
    begin
        d_valA=register_memory[D_rA];
    end
    if(D_icode==4'b0100)  
    begin
        d_valA=register_memory[D_rA];
        d_valB=register_memory[D_rB];
    end
    if(D_icode==4'b0101)  
    begin
        d_valB=register_memory[D_rB];
    end
    if(D_icode==4'b0110)   
    begin
        d_valA=register_memory[D_rA];
        d_valB=register_memory[D_rB];
    end
    if(D_icode==4'b1000)  
    begin
        d_valB=register_memory[4];
    end
    if(D_icode==4'b1001)  
    begin
        d_valA=register_memory[4];
        d_valB=register_memory[4];
    end
    if(D_icode==4'b1010)  
    begin
        d_valA = register_memory[D_rA];
        d_valB = register_memory[4];
    end
    if(D_icode==4'b1011)  
    begin
        d_valA=register_memory[4];
        d_valB=register_memory[4];
    end
    if(D_icode==4'h7 | D_icode == 4'h8)  
      d_valA = D_valP;
    else if(d_srcA==e_dstE & e_dstE!=4'hF)
      d_valA = e_valE;
    else if(d_srcA==M_dstM & M_dstM!=4'hF)
      d_valA = m_valM;
    else if(d_srcA==W_dstM & W_dstM!=4'hF)
      d_valA = W_valM;
    else if(d_srcA==M_dstE & M_dstE!=4'hF)
      d_valA = M_valE;
    else if(d_srcA==W_dstE & W_dstE!=4'hF)
      d_valA = W_valE;
    if(d_srcB==e_dstE & e_dstE!=4'hF)      
      d_valB = e_valE;
    else if(d_srcB==M_dstM & M_dstM!=4'hF)
      d_valB = m_valM;
    else if(d_srcB==W_dstM & W_dstM!=4'hF) 
      d_valB = W_valM;
    else if(d_srcB==M_dstE & M_dstE!=4'hF) 
      d_valB = M_valE;
    else if(d_srcB==W_dstE & W_dstE!=4'hF) 
      d_valB = W_valE;
end
always @(posedge clk)
begin
	 if(E_bubble)
    begin
      E_stat <= 4'b1000;
      E_icode <= 4'b0001;
      E_ifun <= 4'b0000;
      E_valC <= 4'b0000;
      E_valA <= 4'b0000;
      E_valB <= 4'b0000;
      E_dstE <= 4'hF;
      E_dstM <= 4'hF;
      E_srcA <= 4'hF;
      E_srcB <= 4'hF;
    end
    else
    begin
      E_stat <= D_stat;
      E_icode <= D_icode;
      E_ifun <= D_ifun;
      E_valC <= D_valC;
      E_valA <= d_valA;
      E_valB <= d_valB;
      E_srcA <= d_srcA;
      E_srcB <= d_srcB;
      E_dstE <= d_dstE;
      E_dstM <= d_dstM;
    end
end
always @(posedge clk)
begin
	if(W_icode == 4'b0010)  
    begin register_memory[W_dstE] = W_valE; end
    if(W_icode == 4'b0011)  
    begin register_memory[W_dstE]=W_valE; end
    if(W_icode==4'b0101)  
    begin register_memory[W_dstM]=W_valE; end
    if(W_icode == 4'b0110)  
    begin register_memory[W_dstE] = W_valE; end
    if(W_icode == 4'b1000)  
    begin register_memory[W_dstE]= W_valE; end  
    if(W_icode == 4'b1000)  
    begin register_memory[W_dstE]= W_valE; end  
    if(W_icode== 4'hA)  
    begin register_memory[W_dstE]=W_valE; end
    if(W_icode==4'b1011)  
    begin
        register_memory[W_dstE] =W_valE;
        register_memory[W_dstM]=W_valM;
    end
		reg_file0 <= register_memory[0];
    reg_file1 <= register_memory[1];
    reg_file2 <= register_memory[2];
    reg_file3 <= register_memory[3];
    reg_file4 <= register_memory[4];
    reg_file5 <= register_memory[5];
    reg_file6 <= register_memory[6];
    reg_file7 <= register_memory[7];
    reg_file8 <= register_memory[8];
    reg_file9 <= register_memory[9];
    reg_file10 <=register_memory[10];
    reg_file11 <=register_memory[11];
    reg_file12 <=register_memory[12];
    reg_file13 <=register_memory[13];
    reg_file14 <=register_memory[14];
end
endmodule
```

## /design/flow/run.sh

```bash
#!/bin/bash
# OpenROAD 26Q1-2900-gdf79404cd8, Yosys 0.63+post, stock flow scripts
make -C /OpenROAD-flow-scripts/flow DESIGN_CONFIG=/design/flow/config.mk WORK_HOME=/design/flow/orfs finish
```

## /design/flow/config.mk

```make
export PLATFORM = sky130hd
export DESIGN_NAME = decode
export DESIGN_NICKNAME = decode
export VERILOG_FILES = /design/flow/design.v
export SDC_FILE = /design/flow/constraint.sdc
export NUM_CORES = 4
export LEC_CHECK = 1
export CORE_AREA = 10 10 923 923
export DIE_AREA = 0 0 933 933
```

## /design/flow/constraint.sdc

```tcl
current_design decode

set clk_period 86.5
set clk_io_pct 0.2

create_clock -name clk0 -period $clk_period [get_ports {clk}]

set non_clock_inputs [all_inputs -no_clocks]
set_input_delay [expr $clk_period * $clk_io_pct] -clock clk0 $non_clock_inputs
set_output_delay [expr $clk_period * $clk_io_pct] -clock clk0 [all_outputs]
```

==> results_dict.tcl <==
# yosys + openroad results
set metrics [dict create \
    status "finished, final reports clean" \
    hold_viol_final 0 \
    tritoncts "built" \
    track_usage_pct 24.8 \
    root_buffer "clkbuf_16" \
    grt_overflow_total 0 \
    clock_latency_ps 1020 \
    synthArstFlopShare_pct 0 \
    syn_area_per_cell_sq_um 8.74 \
    cts_inserted_buffers 265 \
    grt_first_pass_wirelength_mm 1360 \
    power.leakage_nw 47.7 \
    cp_max_fo 68 \
    max_clock_freq_mhz 44.7 \
    dp_slack_ps 63610 \
    placed_cells 23000 \
    totalWireLength_mm 1110 \
    synthCells 10900 \
    num_rows 335 \
    place_area_sq_um 128000 \
    crit_required_ps 87400 \
    startpoint_type "input port" \
    vias_per_cell 4.88 \
    synth-edff-count 0 \
    final_util_pct 16.5 \
    drc 0 \
    gp_congestion 1.06 \
    dpl.hpwl_mm 851 \
    ys_types 111 \
    report.final.slew_viol_count 0 \
    relSlewSlack_pct 19.3 \
    vias 115000 \
    cts.htree.levels 5 \
    syn_to_final_growth_pct 43.5 \
    grt_max_degree 109 \
    largest_reg_flops 960 \
    post_cts_buffers 0 \
    critPathKind "in -> reg" \
    ys_ff 2284 \
    drt-pass1-iter-count 11 \
    drt_iter0_drc 17600 \
    setup_violations 0 \
    power.total_mw 4.23 \
    unclocked_regs 144 \
    max-vdd-ir-drop_mv 0.0187 \
    ant_nets 0 \
    min_period_ps 22360 \
    path_clk_slew_ps 60 \
    post_layout_nonfiller_instances 23700 \
    arrival_ps 23260 \
    cts_resized 0 \
    die_w_microns 933 \
    die_area_sq_um 870000 \
    synth-warning-count 10 \
    antenna_found_initial 332 \
    rsz0062_at_grt "no" \
    maxCapViolCount 0 \
    timing.hold.ws_ps 511 \
    yosys_cells 10900 \
    core_sq_um 832000 \
    drive_gt1_share_pct 12.6 \
    fp_util_pct 11.5 \
    ys.flop_type "dfxtp_1" \
    die_y_microns 933 \
    untimed_endpoints 152 \
    finClkSkew_ps 75.9 \
    worst_slew_pin_slew_ps 1210 \
    cts_buffer_depth 4 \
    placement.io_buffers 1681 \
    routedWlPerCell_microns 46.9 \
    warnings 32 \
    tns_ps 0 \
    grt_pass1_vias 106000 \
    r2r_setup_slack_ps 84600 \
    hp-class "reg -> reg" \
    endpoint_kind "register" \
    fin_area_sq_um 137000 \
    p_per_area_nw_per_um2 30.9 \
    worst_slack_ps 64140 \
    ios 1682 \
    netlist_area_sq_um 95600 \
    period_used_pct 25.9 \
    cts_hold_buf 0 \
    yosys_area_sq_um 95600 \
]
-- final cells by class --
class                   instances  area (sq um)
clock inverters               128          1720
diodes                        168           420
repair buffers               2361         21900
inverters                      51           191
flip-flops and latches       2284         45000
multi-input cells            7211         46600
clock buffers                 347          7440
fillers                     92300        694000
well taps                   11100         13900
-- per-layer routing --
metal / up-vias / GRT usage [%] / wire length, microns
met1: 56700 / 25.9 / 366000
met4: 80 / 21.0 / 126000
met5: - / 0.882 / 922
li1: 44000 / - / -
met2: 11100 / 36.0 / 461000
met3: 3633 / 13.8 / 156000
-- kinds of logic (layout without fill, tap and decap cells) --
kind of cell,Yosys count,count (layout),synth area share (%)
AOI/OAI and AO/OA,3710,3710,29.5
and+or+nand+nor,3261,3261,14.9
DFF,2140,2140,44.8
buffers and inverters,1441,2887,5.93
muxes,220,220,2.37
latches,144,144,2.26
xor gates and xnor gates,20,20,0.191
other,0,168,0
-- path summary, 6_finish.rpt --
| check | end | from | cells past startpoint |
|---|---|---|---|
| worst min-delay path | reg_file9[35] | register_memory[9][35] | 2 |
| worst max register to register | register_memory[6][56] | register_memory[6][56] | 6 |
| worst min register to register | reg_file9[35] | register_memory[9][35] | 2 |
| worst max-delay path | reg_file12[45] | W_icode[2] | 10 |
-- critical path, cell delays in order --
cell and delay (ps):
clkdlybuf4s50_1 770, buf_4 420, nor2b_1 650, and3_4 710, buf_4 760, buf_4 700
buf_4 650, buf_4 770, o211ai_1 200, o21ai_0 170
-- power breakdown --
| group | switching (mW) | internal (mW) |
|---|---|---|
| registers | 0.491 | 1.31 |
| logic | 0.724 | 0.483 |
| clock network | 0.534 | 0.692 |
| total | 1.75 | 2.49 |
-- cells in the final DEF (no fill, tap or decap), types with 80 or more instances in the layout --
cell,instances
a32oi_1,778
o211ai_1,181
nor2_1,298
a22o_1,80
nand4_1,88
diode_2,168
dfxtp_1,2140
nand3_1,202
mux2i_1,190
o221ai_1,122
o21ai_0,190
nand2_1,2086
clkbuf_16,267
a222oi_1,104
buf_4,687
nor2b_1,218
dlxtn_1,136
clkdlybuf4s50_1,1652
a221oi_1,176
o22ai_1,922
a22oi_1,444
a21oi_1,188
-- Yosys cell counts, types with 11 or more instances --
master,instances,area (sq um)
dlxtn_1,136,2040
o22ai_1,923,5770
or2_2,36,225
o311ai_0,25,219
nand3_1,209,1050
a21oi_1,192,961
o21ai_1,30,150
nor4bb_1,12,120
dfxtp_1,2140,42800
o221ai_1,122,1070
a32oi_1,779,6820
a221oi_1,176,1540
nor2b_1,233,1460
nor2_1,328,1230
a211oi_1,69,518
a222oi_1,104,1040
o211ai_1,181,1360
o21a_1,11,82.6
clkbuf_1,1145,4300
a311o_1,39,390
nand3_2,11,110
or3_1,20,125
mux2_2,28,315
a221oi_2,35,526
o21ai_0,207,1040
nand2_1,2117,7950
nand4_1,88,551
o32ai_1,14,123
nand2b_1,27,169
a221o_1,17,170
a2bb2oi_1,15,131
o2bb2ai_1,19,166
and3_1,21,131
a22oi_1,444,3330
a22o_1,81,709
nor3_1,56,280
a311oi_1,32,280
nor4_1,20,125
inv_1,47,176
mux2i_1,190,1900
buf_1,120,450
buf_2,100,500
buf_4,13,97.6
xnor2_1,14,123
a31oi_1,65,407
No activity file was given, so power comes from the tool's default toggle rates.
